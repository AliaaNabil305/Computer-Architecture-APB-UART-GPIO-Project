===== design/flow/run.sh =====
#!/bin/bash
# OpenROAD 26Q1-2900-gdf79404cd8, Yosys 0.63+post, stock flow scripts
make -C /OpenROAD-flow-scripts/flow DESIGN_CONFIG=/design/flow/config.mk WORK_HOME=/design/flow/orfs finish

===== design/flow/config.mk =====
export PLATFORM = sky130hd
export DESIGN_NAME = APB_GPIO
export DESIGN_NICKNAME = APB_GPIO
export VERILOG_FILES = /design/flow/design.v
export SDC_FILE = /design/flow/constraint.sdc
export NUM_CORES = 4
export LEC_CHECK = 1
export CORE_UTILIZATION = 30

===== design/flow/constraint.sdc =====
current_design APB_GPIO

set clk_period 1.5
set clk_io_pct 0.2

create_clock -name clk0 -period $clk_period [get_ports {PCLK}]

set non_clock_inputs [all_inputs -no_clocks]
set_input_delay [expr $clk_period * $clk_io_pct] -clock clk0 $non_clock_inputs
set_output_delay [expr $clk_period * $clk_io_pct] -clock clk0 [all_outputs]

===== design/flow/design.v =====
`timescale 1ns/100ps
module APB_GPIO(
input              PCLK            ,  
input              PRST_N          ,  
input       [ 7:0] PSEL            ,  
input              PENABLE         ,  
input              PWRITE          ,  
output  reg        PREADY          ,  
output             PSLVERR         ,  
input       [ 3:0] PSTRB           ,  
input       [31:0] PADDR           ,  
input       [31:0] PWDATA          ,  
output      [31:0] PRDATA          ,  
input       [31:0] GpioIn          ,  
output      [31:0] GpioOut         ,  
output      [31:0] GpioOEn            
);
parameter     GPIO_ADDR     = 8'b00000001 ;
parameter     GPIO_DIR_ADDR = 8'b00000010 ;
reg    [31:0] INREG           ;   
reg    [31:0] OUTREG          ;   
reg    [31:0] DIRREG          ;   
reg    [31:0] GpioInQ1        ;  
reg    [31:0] GpioInQ2        ;
assign PSLVERR  = 1'b0        ;  
always @(posedge PCLK or negedge PRST_N) begin
    if (!PRST_N) begin
        GpioInQ1 <=  32'b0 ;
        GpioInQ2 <=  32'b0 ;
        INREG    <=  32'b0 ;
    end
    else begin
        GpioInQ1 <=  GpioIn   ;
        GpioInQ2 <=  GpioInQ1 ;
        INREG    <=  GpioInQ2 ;
    end
end
always @(posedge PCLK or negedge PRST_N) begin
    if (!PRST_N) begin
        OUTREG <=  32'b0  ;
        DIRREG <=  32'b0  ;
    end
    else begin
        if(PSEL[1] & PWRITE) begin
            case(PADDR[7:0]) 
                GPIO_ADDR      : begin 
                                  if(PENABLE)
                                    begin 
                                       OUTREG[7:0] = PSTRB[0] ? PWDATA[7:0] : OUTREG[7:0];
                                       OUTREG[15:8] = PSTRB[1] ? PWDATA[15:8] : OUTREG[15:8];
                                       OUTREG[23:16] = PSTRB[2] ? PWDATA[23:16] : OUTREG[23:16];
                                       OUTREG[31:24] = PSTRB[3] ? PWDATA[31:24] : OUTREG[31:24]; 
                                    end 
                                  end
                GPIO_DIR_ADDR  : begin 
                                  if(PENABLE)
                                    begin 
                                       DIRREG[7:0] = PSTRB[0] ? PWDATA[7:0] : DIRREG[7:0];
                                       DIRREG[15:8] = PSTRB[1] ? PWDATA[15:8] : DIRREG[15:8];
                                       DIRREG[23:16] = PSTRB[2] ? PWDATA[23:16] : DIRREG[23:16];
                                       DIRREG[31:24] = PSTRB[3] ? PWDATA[31:24] : DIRREG[31:24]; 
                                    end 
                                  end 
            endcase
        end
    end
end
          always @(*)
       begin
         if(!PRST_N)
              PREADY = 0;
          else
	  if(PSEL && !PENABLE && !PWRITE)
	     begin PREADY = 0; end
	  else if(PSEL && PENABLE && !PWRITE)
	     begin  
	     PREADY = 1;               
	       end
          else if(PSEL && !PENABLE && PWRITE)
	     begin  PREADY = 0; end
	  else if(PSEL && PENABLE && PWRITE)
	     begin  
	           PREADY = 1;
	     end
         else PREADY = 0;
    end
assign GpioOEn = DIRREG ;
assign GpioOut = OUTREG ;
assign PRDATA  = INREG ;
endmodule

==> results.txt <==
The full implementation flow was run.

Once layout is complete, the cells apart from fillers number 697. Synthesis inferred 160 register bits. Clock tree synthesis found a total of 160 sinks. The die boundary width stands at 130.3 µm. In this run the worst path has a maximum fanout of 4.

The overflow left after global routing stands at 0. Per the CTS log, the root buffer master is sky130_fd_sc_hd__clkbuf_16. Logged for this run, the post-placement worst setup slack is -636.9 ps. Dividing the synthesized area by the synthesized cell count gives 19.83 µm². The sequential cell area fraction in the yosys report stands at 0.8109. The total I/O pin count stands at 210.

The area fraction of the dominant cell type after synthesis stands at 0.8109. The worst setup path is captured at a flop. The number of cells in the yosys synthesis report stands at 249. The total number of vias stands at 2,833. The final wirelength stands at 9723 µm.

The via count of the first global-routing pass stands at 2,989. The total area inside the core boundary comes to 0.01600 mm². Among all flip-flop cells after synthesis, the most frequent one is sky130_fd_sc_hd__dfrtp_1. The number of antenna-violating nets in the routed design stands at 0. The area growth from synthesis to final layout stands at 59.15%. The per-cell via count in the routed design stands at 4.065. The pre-antenna-repair detailed-routing pass consisted of 4 iterations. The clock reaches the later pin of the worst-skew pair after 410 ps. The clock passes through at most 2 buffers. The final core utilization stands at 0.4911.

Yosys mapped a number of flops with a built-in enable equal to 0. The portion of the clock cycle consumed by the worst path in the final layout stands at 0.9643. The logic area stands at 0.001039 mm². Port buffering added 184 buffers. The worst voltage drop across the vdd grid stands at 1.022 mV.

Per the slew report, the remaining headroom to the max-slew limit stands at 0.5967. The layout has 1,370 filler cells. Clock skew on the completed layout was measured at 3.703 ps.

The data required time of the critical path stands at 1790 ps. Of all cell types, the one taking the most synthesized area is sky130_fd_sc_hd__dfrtp_1. The setup slack after layout stands at 53.61 ps. The clock input transition at the sequential cells of the worst setup and hold paths stands at 60 ps. The sum of net half-perimeters after detailed placement stands at 6941 µm. Per the final layout report, the fraction of cells sized above drive strength 1 comes to 0.2744. Looking at the max-slew report, the worst-margin pin has a slew of 605.0 ps. The deepest level of the CTS H-tree stands at 4. The gate count after technology mapping stands at 249. The starting DRC count in detailed routing stands at 71.

The synthesis report lists the Yosys warning total as 1. For this run, the total global-route usage over all layers was measured as 0.1219. Setup repair after global routing left no endpoint under its margin. The power per cell area stands at 1166 mW/mm².

The die is 130.3 µm tall. The area taken by sequential standard cells is reported as 0.004004 mm². Per the gpl log, the routability congestion estimate is 0.7598. Sorting the synthesized cells by how often they occur yields 160 x sky130_fd_sc_hd__dfrtp_1, 64 x sky130_fd_sc_hd__mux2_2, 8 x sky130_fd_sc_hd__nand4_2, 4 x sky130_fd_sc_hd__and2_1. The remaining routing DRC violations stands at 0.

The floorplan step records an initial core utilization of 0.3086. Yosys instantiated no cell more often than sky130_fd_sc_hd__dfrtp_1. TritonCTS created 17 clock buffers. The warning total across the stage logs stands at 52. The number of antenna violations at the first check in global routing came to 0.

The fmax stands at 0.6914 GHz. The leakage power in the latest report is 4.055 nW. The run reported a max-capacitance violation count of 0. TritonRoute output was used to compute an average wire per cell of 13.95 µm. TritonCTS built the clock tree. From the final report, the count of setup violators was given as 0. The total standard cell area after synthesis stands at 0.004937 mm². The share of async-settable or async-resettable flops after synthesis stands at 1.000.

The global-route wire length before repair stands at 15,180 µm. The detailed placer reported the number of placed instances as 662. Entering global routing, the biggest net connects 125 pins. The worst setup path is launched from an input pin. The number of pins exceeding their max-slew limit in the final report stands at 0.

STA reports the tightest min-delay check as being of type input pin to asynchronous set/reset pin. The count of different cell masters after synthesis stands at 14. By startpoint and endpoint, the worst setup path is classified as input pin to flop. The chip occupies 0.01697 mm². Ranked by total cell area, the synthesized netlist is headed by sky130_fd_sc_hd__dfrtp_1 81%, sky130_fd_sc_hd__mux2_2 15%, sky130_fd_sc_hd__nand4_2 2.0%, sky130_fd_sc_hd__and2_1 0.51%, sky130_fd_sc_hd__nor4_4 0.43%.

In this run the core area contains 46 standard-cell rows. The flow ran to the end, and the final reports show no timing, DRC or antenna violations. The number of endpoints with negative hold slack in the final report stands at 0. The worst path needs 1446 ps of the cycle, external delays included.

The routed design ends up with an antenna cell count of 0. The arrival time at the worst endpoint stands at 1730 ps. The total cell area reported by yosys after synthesis stands at 0.004937 mm².
-- worst paths after layout --
path | startpoint | endpoint | slack (ps) | depth (start not counted)
max in group asynchronous | PRST_N | GpioInQ2[2]$_DFF_PN0_ | 600 | 3
max | PENABLE | OUTREG[19]$_DFFE_PN0P_ | 50 | 6
min in group clk0 | GpioIn[20] | GpioInQ1[20]$_DFF_PN0_ | 320 | 1
min | PRST_N | GpioInQ2[3]$_DFF_PN0_ | 7 | 2
max reg2reg | OUTREG[21]$_DFFE_PN0P_ | OUTREG[21]$_DFFE_PN0P_ | 640 | 2
min reg2reg | GpioInQ1[29]$_DFF_PN0_ | GpioInQ2[29]$_DFF_PN0_ | 340 | 0
-- what timing repair did --
item,CTS,global route
pin swaps,5,1
hold buffers,0,0
endpoints found under the setup margin,160,55
buffers inserted,4,0
hold endpoints to repair,0,0
gates resized,124,8
-- layer usage --
metal | track usage | vias up | part of all wire
li1 | - | 1302 | -
met1 | 0.1644 | 1409 | 0.40
met3 | 0.05010 | 8 | 0.098
met4 | 0.01573 | 0 | 0.013
met2 | 0.1952 | 114 | 0.49
met5 | 0 | - | 0
-- cell type report --
cell class	instances	share of cell area
flip-flops and latches	160	0.5096
repair buffers	204	0.2486
multi-input cells	85	0.1322
clock buffers	18	0.05589
well taps	216	0.03439
clock inverters	14	0.01943
-- cells in the final DEF, fill, tap and decap left out --
cell                              count
sky130_fd_sc_hd__clkbuf_8             1
sky130_fd_sc_hd__conb_1               1
sky130_fd_sc_hd__nor4_4               3
sky130_fd_sc_hd__inv_8                1
sky130_fd_sc_hd__nor2b_1              2
sky130_fd_sc_hd__nor4bb_4             1
sky130_fd_sc_hd__mux2_2              63
sky130_fd_sc_hd__a21oi_2              1
sky130_fd_sc_hd__nand4_4              8
sky130_fd_sc_hd__mux2_4               1
sky130_fd_sc_hd__dlymetal6s2s_1       3
sky130_fd_sc_hd__and2_2               1
sky130_fd_sc_hd__nand2_1              1
sky130_fd_sc_hd__buf_6                5
sky130_fd_sc_hd__clkbuf_16           17
sky130_fd_sc_hd__clkinv_4             3
sky130_fd_sc_hd__clkinv_2             4
sky130_fd_sc_hd__buf_12               6
sky130_fd_sc_hd__bufinv_16            2
sky130_fd_sc_hd__buf_2                1
sky130_fd_sc_hd__clkdlybuf4s50_1     73
sky130_fd_sc_hd__inv_6                4
sky130_fd_sc_hd__dfrtp_1            160
sky130_fd_sc_hd__and2_1               3
sky130_fd_sc_hd__dlygate4sd2_1      106
sky130_fd_sc_hd__buf_4               10
-- logic make-up after synthesis --
family,share of synthesized area
buf+inv,0.003802
simple gates,0.03750
mux,0.1460
flops,0.8109
other cells,0.0007595
compound gates,0.001013
-- worst max-delay path, cell delays in order --
cell                              delay (ps)
sky130_fd_sc_hd__clkdlybuf4s50_1         520
sky130_fd_sc_hd__buf_4                   130
sky130_fd_sc_hd__and2_1                  230
sky130_fd_sc_hd__nand4_4                 120
sky130_fd_sc_hd__buf_4                   170
sky130_fd_sc_hd__mux2_2                  260
-- registers in the layout (all words and copies together) (netlist names) --
name / flops
DIRREG: 32
GpioInQ1: 32
GpioInQ2: 32
INREG: 32
OUTREG: 32
-- report_power, final --
part | switching, mW | internal [mW] | leakage, nW | total (mW)
combinational | 0.178 | 0.284 | 1.75 | 0.462
sequential | 0.0349 | 4.46 | 2.01 | 4.49
clock | 1.68 | 2.52 | 0.297 | 4.20
total | 1.90 | 7.26 | 4.05 | 9.16
-- stage by stage --
step	total power, mW	hold WS (ps)	instance area, µm²	TNS [ps]
5_1_grt	9.563	42.59	7858	0
3_5_place_dp	5.076	334.7	7241	-31830
6_report	9.160	6.614	7858	0
4_1_cts	9.323	18.74	7829	0
3_3_place_gp	5.069	331.7	7241	-32800
2_1_floorplan	4.592	4.409	4938	-7395
No activity file was given, so power comes from the tool's default toggle rates.
