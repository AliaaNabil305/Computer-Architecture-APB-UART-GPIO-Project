--- ./config.mk ---
export PLATFORM = sky130hd
export DESIGN_NAME = APB_MASTER
export DESIGN_NICKNAME = APB_MASTER
export VERILOG_FILES = /design/flow/design.v
export SDC_FILE = /design/flow/constraint.sdc
export NUM_CORES = 4
export LEC_CHECK = 1
export CORE_UTILIZATION = 30
--- ./constraint.sdc ---
current_design APB_MASTER

set clk_period 10.6
set clk_io_pct 0.2

create_clock -name clk0 -period $clk_period [get_ports {PCLK}]

set non_clock_inputs [all_inputs -no_clocks]
set_input_delay [expr $clk_period * $clk_io_pct] -clock clk0 $non_clock_inputs
set_output_delay [expr $clk_period * $clk_io_pct] -clock clk0 [all_outputs]
--- ./design.v ---
module APB_MASTER #(parameter DATA_WIDTH = 'd32,  ADDRESS_WIDTH = 'd32, STRB_WIDTH = 'd4, SLAVES_NUM = 'd8) (
input  wire                      PCLK       ,
input  wire                      PRESETn    ,
input  wire  [ADDRESS_WIDTH-1:0] IN_ADDR    ,
input  wire  [DATA_WIDTH-1:0]    IN_DATA    ,
input  wire  [DATA_WIDTH-1:0]    PRDATA     ,
input  wire  [2:0]               IN_PROT    ,
input  wire                      IN_WRITE   ,
input  wire  [STRB_WIDTH-1:0]    IN_STRB    ,
input  wire                      Transfer   ,
input  wire                      PREADY     ,
input  wire                      PSLVERR    ,
output reg                       OUT_SLVERR ,
output reg   [DATA_WIDTH-1:0]    OUT_RDATA  ,
output reg   [ADDRESS_WIDTH-1:0] PADDR      ,
output reg   [DATA_WIDTH-1:0]    PWDATA     ,
output reg                       PWRITE     ,
output reg                       PENABLE    ,
output reg   [2:0]               PPROT      ,
output reg   [STRB_WIDTH-1:0]    PSTRB      ,
output reg     [SLAVES_NUM-1:0]  PSEL
  ); 
  reg  [1:0]  current_state , 
              next_state    ;
  localparam   [1:0]   IDLE     = 2'b00 ,
                       SETUP    = 2'b01 ,
                       ENABLE   = 2'b11 ;
  always @(posedge PCLK or negedge PRESETn)
    begin
      if(!PRESETn)
        begin
          current_state <= IDLE;          
        end
      else
        begin
          current_state <= next_state; 
        end 
    end
  always@(*)
    begin
      case(current_state)            
            IDLE:   begin 
                      if(!Transfer)
                        begin
                          next_state = IDLE ;
                        end
                      else
                        begin
                          next_state = SETUP ; 
                        end
                    end
            SETUP:  begin
                      next_state = ENABLE ;
                    end
            ENABLE: begin
                      if(Transfer & !PSLVERR)
                        begin
                          if(PREADY)
                            begin
                              next_state = SETUP ;
                            end
                          else
                            begin
                              next_state = ENABLE ;
                            end
                        end
                      else 
                        begin
                         next_state = IDLE ;
                        end
                    end
            default: next_state = IDLE ; 
      endcase
    end
  always @(posedge PCLK, negedge PRESETn) 
    begin
      if (!PRESETn)
        begin
     	    PSEL = 'b0 ;
        end
      else if (next_state == IDLE)
        begin
          PSEL = 'b0 ;
        end
      else
        begin
     	    case(IN_ADDR[28:26])
            3'b000: begin 
                      PSEL = 'b0000_0001 ;
                    end
            3'b001: begin 
                      PSEL = 'b0000_0010 ;
                    end
            3'b010: begin 
                      PSEL = 'b0000_0100 ;
                    end
            3'b011: begin 
                      PSEL = 'b0000_1000 ;
                    end
            3'b100: begin 
                      PSEL = 'b0001_0000 ;
                    end
            3'b101: begin 
                      PSEL = 'b0010_0000 ;
                    end
            3'b110: begin 
                      PSEL = 'b0100_0000 ;
                    end
            3'b111: begin 
                      PSEL = 'b1000_0000 ;
                    end
            default:begin 
                      PSEL = 'b0000_0000 ;
                    end
          endcase
        end
    end
 always @(posedge PCLK, negedge PRESETn)
   begin
     if(!PRESETn) 
       begin
         PENABLE    <= 1'b0 ;
         PADDR      <=  'b0 ;
         PWDATA     <=  'b0 ;
         PWRITE     <= 1'b0 ;
         OUT_RDATA  <=  'b0 ;
         PSTRB      <=  'b0 ;
         PPROT      <= 3'b0 ;
         OUT_SLVERR <= 1'b0 ;
       end
     else if(next_state == SETUP)
       begin
         PENABLE   <= 1'b0     ;
         PADDR     <= IN_ADDR  ;
         PWRITE    <= IN_WRITE ;
         PPROT     <= IN_PROT  ;
         if(IN_WRITE)
           begin
             PWDATA <= IN_DATA ;
             PSTRB  <= IN_STRB ;
           end
         else 
           begin
             PSTRB <= 'b0 ;
           end 
       end
     else if(next_state == ENABLE)
       begin
         PENABLE <= 1'b1;
         if(PREADY)
           OUT_SLVERR <= PSLVERR ;
           begin
             if(!IN_WRITE)
               begin
                 OUT_RDATA <= PRDATA ;
               end
           end
       end 
      else
        begin
          PENABLE <= 1'b0;
        end 
   end 
 endmodule
--- ./run.sh ---
#!/bin/bash
# OpenROAD 26Q1-2900-gdf79404cd8, Yosys 0.63+post, stock flow scripts
make -C /OpenROAD-flow-scripts/flow DESIGN_CONFIG=/design/flow/config.mk WORK_HOME=/design/flow/orfs finish
==> flow_metrics.py <==
# Metrics from the implementation run
metrics = {
    "outcome": {
        "status": "finished, final reports clean",
    },
    "power_and_ir_drop": {
        "max-vdd-ir-drop_uv": 168.8,
        "clkPwrFrac_pct": 27.6,
        "combPwrFrac_pct": 34.0,
        "p_leak_uw": 0.003146,
        "p_per_area_nw_per_um2": 264.7,
        "switchingPower_uw": 411.5,
        "p_int_uw": 1560,
        "seq_power_share_pct": 38.3,
        "swShare_pct": 20.87,
    },
    "final_timing": {
        "maxSlewHeadroom_pct": 49.62,
        "fmax_mhz": 257.1,
        "fin_crit_ns": 3.890,
        "min_period_over_period_pct": 36.70,
        "setup_viol": 0,
        "fin_tns_setup_ns": 0,
        "drv_slew": 0,
        "finalClockSkew_ns": 0.006200,
        "worst_slack_ns": 6.710,
        "final_hold_viol_count": 0,
        "tightest_slew_ns": 0.7557,
        "rsz0062_at_grt": "false",
    },
    "die": {
        "fp.dieW_um": 124.5,
        "rows": 44,
        "ios": 223,
        "die_y_um": 124.5,
        "dieArea_um2": 15500,
        "core_um2": 14590,
        "fp_util_pct": 30.87,
    },
    "logic_synthesis": {
        "ys_ff": 116,
        "synth-async-reset-ratio_pct": 100.0,
        "edf_count": 0,
        "synth.largest_area_cell": "dfrtp_1",
        "top_area_share_pct": 63.91,
        "top_cells_by_area": "dfrtp_1, mux2_2, mux2_4",
        "netlist_instances": 268,
        "avgSynthCellArea_um2": 16.80,
        "ys.flop_type": "dfrtp_1",
        "yosys_cells": 268,
        "yosys_warnings": 1,
        "ys_types": 24,
        "post-synth-top-count-cell": "dfrtp_1",
        "ys_area_um2": 4503,
        "synth.cell_area_um2": 4503,
        "synth_seq_share_pct": 64.49,
        "synthTopCellsByCount": "dfrtp_1, mux2_2, mux2_4",
    },
    "clocking": {
        "path_clk_slew_ns": 0.05,
        "tritoncts": "done",
        "cts_buffers": 17,
        "htree_levels": 4,
        "hold_buffers": 0,
        "clock-sinks": 116,
        "root_buffer": "clkbuf_16",
        "post_cts_buffers": 0,
        "cts_buffer_depth": 2,
        "cts-resized-gates": 0,
        "clock_latency_ns": 0.40,
    },
    "critical_path": {
        "crit_arrival_ns": 4.17,
        "cp-end-kind": "register",
        "required_ns": 10.88,
        "path_class": "in -> reg",
        "crit_path_start_kind": "input port",
        "crit_fanout": 32,
    },
    "global_routing": {
        "grt_antenna_before_repair": 0,
        "grt_pass1_vias": 3183,
        "grt_first_pass_wirelength_um": 16760,
        "grt_overflow": 0,
        "track_usage_pct": 14.11,
        "grt_max_degree": 60,
    },
    "routing": {
        "drc": 0,
        "wirelength_um": 10390,
        "vias": 3013,
        "avgViaCountPerCell": 4.329,
        "diodes": 0,
        "wl_per_cell_um": 14.92,
        "firstDrtPassIters": 4,
        "ant_nets": 0,
        "drtIter0Drc": 67,
    },
    "final_layout": {
        "stdcell_count": 696,
        "drive_gt1_share_pct": 26.17,
        "syn_to_final_growth_pct": 65.38,
        "n_fill_cell": 1224,
        "postLayoutCoreUtil_pct": 51.05,
    },
    "placement": {
        "place_ws_ns": 6.284,
        "routabilityCongestion": 0.7512,
        "dp_cells": 666,
        "io_buffers": 222,
        "dp_hpwl_um": 7392,
    },
    "worst_hold_path": {
        "hp-class": "reg -> reg",
    },
    "run": {
        "warning_count": 25,
        "maxCapViolCount": 0,
    },
}
-- cell families after synthesis --
logic type / after synthesis / synth area share, %
buf+inv: 17 / 3.029
mux: 106 / 28.87
simple gates: 23 / 2.751
compound gates: 6 / 0.8614
flops: 116 / 64.49
-- layer usage --
layer | global-route usage [%] | share of wire [%] | vias up
met3 | 5.429 | 8.5 | 7
met5 | 0 | 0 | -
met2 | 20.86 | 46 | 131
met4 | 1.559 | 1.0 | 0
met1 | 21.06 | 45 | 1478
li1 | - | - | 1397
-- flip-flops by register name, indices dropped and copies added, names as in the netlist --
name           count
OUT_RDATA         32
PADDR             32
PWDATA            32
PSEL               8
PSTRB              4
PPROT              3
current_state      3
OUT_SLVERR         1
PWRITE             1
-- layout by cell type, fill, tap and decap left out --
master	n
clkdlybuf4s50_1	221
dfrtp_1	115
mux2_2	69
mux2_4	30
clkbuf_16	17
nor2_1	7
nand2_1	7
inv_1	5
mux2i_1	5
clkbuf_1	5
buf_4	5
nand2b_1	3
clkbuf_8	3
clkinv_2	3
o21ai_0	2
nor3_1	2
mux2_1	2
bufinv_16	2
nor2b_4	1
a31o_2	1
o21a_1	1
o21bai_1	1
a21oi_1	1
nor2b_1	1
nor3b_4	1
nor4bb_4	1
dfstp_2	1
-- power by group through the flow --
stage	registers [uW]	clock network (uW)	logic, uW
CTS	758	559	686
global route	785	579	724
finish	756	545	671
-- path summary, 6_finish.rpt --
check / start / cells after the start / end / slack, ns
setup / recovery: PSLVERR / 6 / PWDATA[31] / 6.71
hold / removal: PADDR[13] / 1 / PADDR[13] / 0.49
setup reg to reg: current_state[2] / 5 / PWDATA[31] / 8.50
hold reg to reg: PADDR[13] / 1 / PADDR[13] / 0.49
max in group asynchronous: PRESETn / 2 / PWDATA[24] / 7.58
min in group asynchronous: PRESETn / 1 / PWDATA[26] / 1.77
-- critical path, stage by stage --
cell,delay (ns)
clkdlybuf4s50_1,0.48
nor2b_4,0.18
mux2i_1,0.17
nor4bb_4,0.28
buf_4,0.53
mux2_2,0.40
-- stage by stage --
stage / cell area [um^2] / hold WS (ns) / total power [uW]
6_report: 7447 / 0.4925 / 1971
5_1_grt: 7447 / 0.5187 / 2089
3_5_place_dp: 6887 / 0.4820 / 1442
2_1_floorplan: 4503 / 0.4325 / 938.0
4_1_cts: 7447 / 0.4972 / 2003
3_3_place_gp: 6887 / 0.4745 / 1435
-- cell type report --
type                    instances  area, um^2  area share (%)
repair buffers                226        2250           30.21
clock buffers                  25       485.5           6.519
inverters                       5       18.77          0.2520
flip-flops and latches        116        2904           39.00
clock inverters                 5       75.07           1.008
well taps                     184       230.2           3.091
multi-input cells             135        1484           19.93
Power and IR drop assume default switching activity.
