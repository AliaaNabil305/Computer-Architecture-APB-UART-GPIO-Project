===== config.mk =====
export PLATFORM = sky130hd
export DESIGN_NAME = Shift_Register
export DESIGN_NICKNAME = Shift_Register
export VERILOG_FILES = /design/flow/design.v
export SDC_FILE = /design/flow/constraint.sdc
export NUM_CORES = 4
export LEC_CHECK = 1
export CORE_UTILIZATION = 40

===== constraint.sdc =====
current_design Shift_Register

set clk_period 3.5
set clk_io_pct 0.2

create_clock -name clk0 -period $clk_period [get_ports {clk}]

set non_clock_inputs [all_inputs -no_clocks]
set_input_delay [expr $clk_period * $clk_io_pct] -clock clk0 $non_clock_inputs
set_output_delay [expr $clk_period * $clk_io_pct] -clock clk0 [all_outputs]

===== design.v =====
module Shift_Register(
  output reg Tx_Serial_Output,
  output reg Tx_Complete,
  input wire [31:0] Buffer,
  input clk,
  input rst,
  input Tx_Enable
  );
  reg [6:0] Index_of_bit;
  reg[31:0] Shift_R;
  reg parity;
  initial begin
    Index_of_bit <=7'b0;
    Tx_Complete <= 1'b1;
  end
  always @(posedge clk)
  begin
    if (Tx_Enable == 1)
    begin
      Index_of_bit <= Index_of_bit +1'b1;
      if (Index_of_bit == 0)
        begin
          Tx_Complete <= 0;
          Tx_Serial_Output <= 1'b0;
          Shift_R[31:0] <= Buffer[31:0];
          parity <= ^Buffer;
        end
      else if (Index_of_bit < 33)
        begin
          Tx_Serial_Output <= Shift_R[0];
          Shift_R[31:0] <= Shift_R[31:1];
        end
      else if (Index_of_bit == 33)
        begin
          Tx_Serial_Output <= parity;
        end
      else if (Index_of_bit == 34)
        begin
          Tx_Serial_Output <= 1'b1;
          Tx_Complete <= 1;
          Index_of_bit <= 0;
        end
    end
  end
endmodule

===== run.sh =====
#!/bin/bash
# OpenROAD 26Q1-2900-gdf79404cd8, Yosys 0.63+post, stock flow scripts
make -C /OpenROAD-flow-scripts/flow DESIGN_CONFIG=/design/flow/config.mk WORK_HOME=/design/flow/orfs finish

==> results.json <==
{
  "endpoint_kind": "flop",
  "drt-vias-per-instance": 4.655,
  "cts_htree_levels": 2,
  "critPathMaxFanout": 32,
  "fmax_mhz": 463.5,
  "cts_tree": "done",
  "die_w_microns": 77.87,
  "cts.sinks": 42,
  "antenna_left": 0,
  "synthDistinctLibCells": 23,
  "vias": 1215,
  "layout-area-overhead-vs-synth_pct": 20.71,
  "dpl.cell_count": 253,
  "synth-warning-count": 1,
  "postCtsSetupBuffers": 0,
  "chipArea_sq_um": 6063,
  "gr-total-overflow": 0,
  "clk_latency_ns": 0.29,
  "setup_viol": 0,
  "num-fill-cells": 486,
  "rows": 27,
  "ctsLongestPathBuffers": 2,
  "stage_log_warnings": 29,
  "fin_skew_ns": 0.009933,
  "synth_area_sq_um": 2302,
  "postSynthSeqShare": 0.5478,
  "tightest_slew_ns": 0.5896,
  "die_h_microns": 77.87,
  "wl_mm": 3.541,
  "min_from": "Shift_R[2]",
  "antennaDiodeCount": 0,
  "final_cell_mix": "edfxtp_1 (42), clkdlybuf4s50_1 (35), xnor2_1 (30)",
  "cap_violations": 0,
  "gp_congestion": 0.7823,
  "r2r-start": "Index_of_bit[0]",
  "yosys-stat-cells": 148,
  "top_cell_area_share": 0.5478,
  "p_leak_nw": 1.033,
  "io_pins": 37,
  "syn_inst": 148,
  "antenna_found_initial": 0,
  "rsz0062_at_grt": "no",
  "final_hold_viol_count": 0,
  "startpoint_type": "input pin",
  "rr_endpoint": "Shift_R[3]",
  "worstPathRequired_ns": 3.44,
  "area_leaders": "edfxtp_1 (55%), mux2_4 (16%), xnor2_1 (11%), mux2_2 (2.9%), xor2_1 (2.3%)",
  "placed_cell_area_sq_um": 2698,
  "syn_area_per_cell_sq_um": 15.56,
  "worstRegToRegCells": 5,
  "hold_path_end": "Shift_R[1]",
  "drc": 0,
  "ys_ff": 42,
  "grt_start_max_net_pins": 37,
  "core_sq_um": 5540,
  "stdcell_area_sq_um": 2779,
  "grt_pass1_wl_mm": 6.044,
  "firstDrtPassIters": 3,
  "drive_gt1_frac": 0.2222,
  "fp_util": 0.4155,
  "fin_setup_tns_ns": 0,
  "period_used_share": 0.6165,
  "drt-wirelength-per-cell_microns": 13.57,
  "clock_tree.root_cell": "clkbuf_8",
  "power.density_nw_per_um2": 396.3,
  "critical_path_class": "input pin to flop",
  "grt_pass1_vias": 1248,
  "ctsResizeCount": 0,
  "layout_top_cell": "edfxtp_1",
  "holdBufCountCts": 0,
  "slew_violations": 0,
  "cp.arrival_ns": 2.10,
  "drt-initial-drc-count": 84,
  "clk_pin_slew_ns": 0.08,
  "io_buffers": 35,
  "power_w": 0.001101,
  "ir_drop_mv": 0.1970,
  "hpwl_mm": 2.366,
  "synth_top_cell_by_area": "edfxtp_1",
  "hp-class": "flop to flop",
  "max_slew_margin": 0.6070,
  "cts_buffers": 5,
  "r2r_slack_ns": 1.52,
  "fin_util": 0.5016,
  "status": "completed",
  "stdcell_count": 261,
  "fin_crit_ns": 2.158,
  "hold_depth": 1,
  "grtUsageTotal": 0.1353,
  "ys_area_sq_um": 2302
}
==> synth_stat cells <==
cell	number
nand2b_1	1
a21boi_0	1
and3_1	1
buf_12	2
inv_1	5
buf_6	2
nand2_1	1
nor4_2	1
nand3b_1	2
xor2_1	6
o31ai_1	2
nor2_1	9
mux2_2	6
mux2_4	25
nor3b_1	1
edfxtp_1	42
nor2b_1	1
nor3_1	1
nand3_1	2
xnor2_1	30
a21oi_1	2
ha_1	4
nor3b_2	1
==> final cells by class <==
class                      instances  area [sq um]  share of cell area
clock buffer                       6         72.57             0.02611
multi-input combinational         97         962.2              0.3462
clock inverter                     2         8.758            0.003152
tap                               72         90.09             0.03242
inverter                           5         18.77            0.006754
sequential                        42          1261              0.4538
timing repair buffer              37         365.4              0.1315
==> metal layers <==
metal,vias up,global-route usage,wire (microns)
met5,-,0,0
met2,26,0.1991,1555
met1,574,0.2282,1754
met4,0,0.02264,72
li1,608,-,-
met3,7,0.02389,158
==> stage by stage <==
step / worst slack [ns] / hold WS (ns)
6_report: 1.342 / 0.5475
3_5_place_dp: 1.027 / 0.5347
3_3_place_gp: 1.091 / 0.5302
4_1_cts: 1.346 / 0.5452
2_1_floorplan: 0.9031 / 0.5231
5_1_grt: 1.267 / 0.5571
==> worst max-delay path by stage <==
stage / to / depth (start not counted) / slack [ns] / from
CTS: Shift_R[22] / 4 / 1.35 / Tx_Enable
global route: Shift_R[31] / 4 / 1.27 / Tx_Enable
finish: Shift_R[27] / 4 / 1.34 / Tx_Enable
==> worst max-delay path: stages <==
cell             delay, ns
clkdlybuf4s50_1       0.72
nand2b_1              0.16
nor2_2                0.12
buf_4                 0.38
==> report_power, final <==
part | internal (W) | switching (W) | total [W]
logic | 0.000122 | 0.0000806 | 0.000203
clock network | 0.000137 | 0.000159 | 0.000296
registers | 0.000587 | 0.0000154 | 0.000602
==> kinds of logic after synthesis <==
kind of cell	after synthesis	synth area share
flip-flops	42	0.5478
XOR/XNOR	36	0.1370
multiplexers	31	0.1924
AND/OR/NAND/NOR	21	0.05163
buffers and inverters	9	0.03533
AND-OR/OR-AND	5	0.01413
adder cells (fa/ha/maj)	4	0.02174
==> registers in the layout (all words and copies together), names as in the netlist <==
name / cells
parity: 1
Shift_R: 32
Tx_Complete: 1
Index_of_bit: 7
Tx_Serial_Output: 1
